==> ./design.v <==
module rotating_LED_banner
		(
		input wire clk, clr,
		input wire dir, en,
		output wire [7:0] bcd5,bcd4,bcd3,bcd2,bcd1,bcd0);
		localparam dvsr = 50000000;
		reg [25:0] time_reg;
		reg [25:0] time_next;
		reg [3:0] state_reg;
		reg [3:0] state_next;
		always @ (posedge clk)
		begin
				time_reg <= time_next;
				state_reg <= state_next;
		end
		always @*
		begin
		if (en)
		begin
			time_next <= (~clr || (time_reg == dvsr)) ? 25'b0 : time_reg+1;
			 state_next <= (~clr || (dir && state_reg == 4'b1010)) ? 4'b0 : 
										(dir && time_reg == dvsr) ? state_reg+1 :
										(~dir && state_reg == 4'b1111) ? 4'b0 :
										(~dir && state_reg == 4'b0) ? 4'b1001 :
										(~dir && time_reg == dvsr) ? state_reg-1 :
										state_reg;
		end
		end
		assign bcd5 = (state_reg == 4'b0000) ? 8'b11000000:
							(state_reg == 4'b0001) ? 8'b11111001:
							(state_reg == 4'b0010) ? 8'b10100100:
							(state_reg == 4'b0011) ? 8'b10110000:
							(state_reg == 4'b0100) ? 8'b10011001:
							(state_reg == 4'b0101) ? 8'b10010010:
							(state_reg == 4'b0110) ? 8'b10000010:
							(state_reg == 4'b0111) ? 8'b11111000:
							(state_reg == 4'b1000) ? 8'b10000000:
							(state_reg == 4'b1001) ? 8'b10010000:
							8'b1111_1111;
		assign bcd4 = (state_reg == 4'b0000) ? 8'b11111001 :  
							(state_reg == 4'b0001) ? 8'b10100100:  
							(state_reg == 4'b0010) ? 8'b10110000:	 
							(state_reg == 4'b0011) ? 8'b10011001:	 
							(state_reg == 4'b0100) ? 8'b10010010:	 
							(state_reg == 4'b0101) ? 8'b10000010:  
							(state_reg == 4'b0110) ? 8'b11111000:  
							(state_reg == 4'b0111) ? 8'b10000000:  
							(state_reg == 4'b1000) ? 8'b10010000:  
							(state_reg == 4'b1001) ? 8'b11000000:  
							8'b1111_1111;
		assign bcd3 = (state_reg == 4'b0000) ? 8'b10100100:
							(state_reg == 4'b0001) ? 8'b10110000:
							(state_reg == 4'b0010) ? 8'b10011001:
							(state_reg == 4'b0011) ? 8'b10010010:
							(state_reg == 4'b0100) ? 8'b10000010:
							(state_reg == 4'b0101) ? 8'b11111000:
							(state_reg == 4'b0110) ? 8'b10000000:
							(state_reg == 4'b0111) ? 8'b10010000:
							(state_reg == 4'b1000) ? 8'b11000000:
							(state_reg == 4'b1001) ? 8'b11111001:
							8'b1111_1111;
		assign bcd2 = (state_reg == 4'b0000) ? 8'b10110000:
							(state_reg == 4'b0001) ? 8'b10011001:
							(state_reg == 4'b0010) ? 8'b10010010:
							(state_reg == 4'b0011) ? 8'b10000010:
							(state_reg == 4'b0100) ? 8'b11111000:
							(state_reg == 4'b0101) ? 8'b10000000:
							(state_reg == 4'b0110) ? 8'b10010000:
							(state_reg == 4'b0111) ? 8'b11000000:
							(state_reg == 4'b1000) ? 8'b11111001:
							(state_reg == 4'b1001) ? 8'b10100100:
							8'b1111_1111;
		assign bcd1 = (state_reg == 4'b0000) ? 8'b10011001:
							(state_reg == 4'b0001) ? 8'b10010010:
							(state_reg == 4'b0010) ? 8'b10000010:
							(state_reg == 4'b0011) ? 8'b11111000:
							(state_reg == 4'b0100) ? 8'b10000000:
							(state_reg == 4'b0101) ? 8'b10010000:
							(state_reg == 4'b0110) ? 8'b11000000:
							(state_reg == 4'b0111) ? 8'b11111001:
							(state_reg == 4'b1000) ? 8'b10100100:
							(state_reg == 4'b1001) ? 8'b10110000:
							8'b1111_1111;
		assign bcd0 = (state_reg == 4'b0000) ? 8'b10010010:
							(state_reg == 4'b0001) ? 8'b10000010:
							(state_reg == 4'b0010) ? 8'b11111000:
							(state_reg == 4'b0011) ? 8'b10000000:
							(state_reg == 4'b0100) ? 8'b10010000:
							(state_reg == 4'b0101) ? 8'b11000000:
							(state_reg == 4'b0110) ? 8'b11111001:
							(state_reg == 4'b0111) ? 8'b10100100:
							(state_reg == 4'b1000) ? 8'b10110000:
							(state_reg == 4'b1001) ? 8'b10011001:
							8'b1111_1111;
endmodule
==> ./run.sh <==
#!/bin/bash
# OpenROAD 26Q1-2900-gdf79404cd8, Yosys 0.63+post, stock flow scripts
make -C /OpenROAD-flow-scripts/flow DESIGN_CONFIG=/design/flow/config.mk WORK_HOME=/design/flow/orfs finish
==> ./config.mk <==
export PLATFORM = sky130hd
export DESIGN_NAME = rotating_LED_banner
export DESIGN_NICKNAME = rotating_LED_banner
export VERILOG_FILES = /design/flow/design.v
export SDC_FILE = /design/flow/constraint.sdc
export NUM_CORES = 4
export LEC_CHECK = 1
export CORE_UTILIZATION = 40
==> ./constraint.sdc <==
current_design rotating_LED_banner

set clk_period 2.7
set clk_io_pct 0.2

create_clock -name clk0 -period $clk_period [get_ports {clk}]

set non_clock_inputs [all_inputs -no_clocks]
set_input_delay [expr $clk_period * $clk_io_pct] -clock clk0 $non_clock_inputs
set_output_delay [expr $clk_period * $clk_io_pct] -clock clk0 [all_outputs]
==> ci_impl_report.md <==
### Flow metrics

| Metric | Value |
|---|---|
| Yosys cell count | `346` |
| HP Class | `flop to output port` |
| Register pins left without a clock | `30` |
| Vias in the first global route | `2,238` |
| RSZ-0062 raised after global routing | `false` |
| Hold-fix buffers, CTS | `0` |
| CP Class | `flop to output port` |
| Chip area line of the yosys report | `2740 sq um` |
| Commonest flop | `dlxtp_1` |
| Asr flop ratio synth | `0%` |
| First-pass GRT wire length | `10.8 mm` |
| Kind of start point of the critical path | `flop` |
| Vias per inst | `5.40` |
| OpenROAD warning count | `30` |
| Gr ovfl total | `0` |
| Crit path capture type | `output port` |
| Detailed Route WL | `6.50 mm` |
| Crit path time final | `2.60 ns` |
| Critical Path AT | `2.06 ns` |
| Mapped Cells | `346` |
| Syn avg cell area | `7.91 sq um` |
| Worst setup margin | `0.0972 ns` |
| Static Leakage | `0.00139 uW` |
| Status | `completed` |
| Ys flops | `60` |
| Yosys warnings | `1` |
| Port Buf Inserts | `45` |
| Crit path launch | `state_reg[0]$_DFF_P_` |
| Layout cells sized above 1 | `13.9%` |
| Endpoints left unconstrained | `60` |
| MaxCap Viol Count | `0` |
| Flip-flops with a built-in enable | `0` |
| Top logic cells by instance count in the layout | `nor2_1, clkdlybuf4s50_1, dlxtp_1` |
| Die H | `84.7 microns` |
| Chip Width | `84.7 microns` |
| Initial DRC Count | `160` |
| Core area | `6460 sq um` |
| Hold Fails Final Rpt | `0` |
| Critical Path End | `bcd5[1]` |
| TNS Setup | `0 ns` |
| Clock transition at the registers of the reported paths | `0.06 ns` |
| Setup violators final | `0` |
| Initial DRT Pass Iterations | `20` |
| Cells after DPL | `465` |
| All-Layer GR Usage | `19.0%` |
| Detailed placer's ending HPWL | `4.71 mm` |
| CTS H-tree depth | `2` |
| PwrDens | `297 nW/um^2` |
| I/O Pins | `52` |
| Drc violations | `0` |
| Largest net degree at the start of global routing | `31` |
| Clock Path Buffers | `2` |
| Non-Filler Instances | `474` |
| Pre-CTS WS | `0.0122 ns` |
| Synth unique cells | `56` |
| Row cnt | `29` |
| TritonCTS buffer count | `5` |
| Hold_sp | `state_reg[0]$_DFF_P_` |
| ANT cells | `0` |
| Gp weighted congestion | `0.901` |
| Synthesized area | `2740 sq um` |
| DIE AREA | `7180 sq um` |
| Initial antenna violation count | `0` |
| Wire length per cell | `13.7 microns` |
| Dominant logic cell type in the layout | `nor2_1` |
| Floorplan core density | `42.4%` |
| Largest fanout on the critical path | `11` |
| Fmax | `384 MHz` |
| Max Transition Viols Final | `0` |
| Worst VDD drop | `532 uV` |
| CTS tree | `done` |
| Via count | `2,559` |
| Syn-to-layout area delta | `28.3%` |
| Crit path DRT | `2.16 ns` |
| Total Power | `1040 uW` |
| Clk root buf | `clkbuf_8` |
| Final period util | `96.4%` |
| Final hold slack | `1.63 ns` |
| Antenna-violating nets left | `0` |
## where the power goes
group	internal (uW)	total (uW)	switching (uW)	leakage, uW
Sequential	460	463	3.20	0.000463
Combinational	64.8	121	56.3	0.000870
Clock	295	460	165	0.0000573
## synth_stat cells (all sizes together) (2+ instances only)
library cell  instances  share of area, %
or2                   3              0.69
a211o                 2              0.64
dfxtp                30                22
nor4                  3               1.1
a31oi                 3              0.69
and3                  4              0.91
nand2b                5               1.1
o21a                  4               1.1
nor2b                 5               1.1
inv                   9               1.2
mux2i                 2              0.73
nand3                17               3.3
o21ai                26               4.8
and4                  3              0.96
xor2                 14               4.5
clkinv                2              0.27
nor3                  6               1.9
nand2                29               4.0
dlxtp                30                16
xnor2                 9               2.9
nand4                 9               2.3
or3                   4              0.91
a21oi                28               5.1
ha                    6               2.7
buf                  14               3.5
clkbuf               11               1.5
nor2                 48               6.6
a221oi                2              0.87
## metrics by stage
step / instance area (sq um) / util (%)
2_1_floorplan: 2760 / -
3_5_place_dp: 3290 / 51.0
5_1_grt: 3510 / 54.4
4_1_cts: 3430 / 53.1
6_report: 3510 / 54.4
3_3_place_gp: 3290 / 51.0
## logic make-up after synthesis
| logic type | synth area share (%) |
|---|---|
| compound gates | 17.3 |
| other cells | 0.137 |
| xor+xnor | 7.36 |
| latches | 16.5 |
| simple gates | 26.8 |
| mux | 0.732 |
| buf+inv | 6.54 |
| fa+ha+maj | 2.74 |
| flops | 21.9 |
## worst max-delay path, stage by stage (launching register included)
cell,delay (ns)
dfxtp_4,0.39
inv_2,0.08
ha_4,0.19
buf_4,0.18
nand2b_1,0.11
a21oi_1,0.07
a221oi_1,0.25
clkdlybuf4s50_1,0.52
## repair_timing
action	4_1_cts	5_1_grt
buffers inserted	0	2
cloned	0	0
setup endpoints to repair	37	30
gates resized	11	18
## worst min path at each step
stage | cells past startpoint | to
CTS | 2 | bcd4[1]
global route | 3 | bcd2[3]
finish | 3 | bcd2[3]
## final cells by class
type	count	area, sq um
Timing Repair Buffer	64	607
Tap cell	77	96.3
Multi-Input combinational cell	255	1590
Clock inverter	1	30.0
Clock buffer	6	82.6
Inverter	11	45.0
Fill cell	583	2950
Sequential cell	60	1060
## metal layers
metal,up-vias,wire [microns],track usage [%]
li1,1285,-,-
met1,1174,3170,30.2
met2,93,2900,29.3
met3,7,368,2.49
met4,0,71,2.47
met5,-,0,0
Power figures rest on the tool's default switching activity, not on a simulated workload.
