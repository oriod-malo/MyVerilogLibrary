<file path="flow/config.mk">
export PLATFORM = sky130hd
export DESIGN_NAME = ram_singleport_synch
export DESIGN_NICKNAME = ram_singleport_synch
export VERILOG_FILES = /design/flow/design.v
export SDC_FILE = /design/flow/constraint.sdc
export NUM_CORES = 4
export LEC_CHECK = 1
export CORE_UTILIZATION = 30
export SYNTH_MEMORY_MAX_BITS = 65536
</file>
<file path="flow/constraint.sdc">
current_design ram_singleport_synch

set clk_period 41.4
set clk_io_pct 0.2

create_clock -name clk0 -period $clk_period [get_ports {clk}]

set non_clock_inputs [all_inputs -no_clocks]
set_input_delay [expr $clk_period * $clk_io_pct] -clock clk0 $non_clock_inputs
set_output_delay [expr $clk_period * $clk_io_pct] -clock clk0 [all_outputs]
</file>
<file path="flow/design.v">
module ram_singleport_synch  
	#(
	parameter DATA_WIDTH = 8,
	parameter ADDR_WIDTH = 10
	)
	(
	input wire clk,
	input wire we,
	input wire [DATA_WIDTH-1:0]d,
	input wire [ADDR_WIDTH-1:0] addr,
	output wire [DATA_WIDTH-1:0]q);
	reg [DATA_WIDTH-1:0] ram [2**ADDR_WIDTH-1:0];
	reg [DATA_WIDTH-1:0] data_reg;
	always @(posedge clk)
	begin
		if(we)
			ram[addr] <= d;
		data_reg <= ram[addr];
	end
	assign q = data_reg;
endmodule
</file>
<file path="flow/run.sh">
#!/bin/bash
# OpenROAD 26Q1-2900-gdf79404cd8, Yosys 0.63+post, stock flow scripts
make -C /OpenROAD-flow-scripts/flow DESIGN_CONFIG=/design/flow/config.mk WORK_HOME=/design/flow/orfs finish
</file>
==> results_slide.txt <==
Synthesis and Place & Route Summary

Run status
  – Status: complete, no violations

Setup path
  – CP Depth: 18
  – CP endpoint kind: flop
  – R2r startpoint: ram[375][5]
  – CP dominant cell by count: buf_4
  – Worst r2r dst: data_reg[5]
  – CP cell instances: buf_16, buf_12, buf_4, buf_12, buf_4, buf_4, buf_4, mux2i_1, o22ai_1, nor4_1, buf_4, o2111ai_1, nor3_1, buf_4, nor4_1, a2111oi_2, buf_4, nand4_1
  – Cell family with most CP delay: buffers and inverters
  – CP Data Required Time: 42,420 ps
  – Register-to-register setup slack: about 37,000 ps
  – Worst R2R Path Depth: 9
  – Highest-delay cell along the critical path: a2111oi_2
  – CP peak stage delay: about 1100 ps
  – Worst path bufs/invs: 10
  – Startpoint types: primary input
  – Arr. time, crit path: around 16,000 ps
  – Kind of critical path: primary input to flop
  – Worst-path fanout max: around 77

Cells and area
  – Fill count: roughly 96,000
  – Synthesis-to-finish area growth: 14.0%
  – Proportion of layout cells with a drive suffix above 1: 15.0%
  – Max reg flops: slightly above 8,000
  – Fin cells: between 30,000 and 40,000

Clocking
  – Clock buffer depth: 4
  – Clock sink count: between 8,000 and 9,000
  – Post-CTS setup repair buffer count: 0
  – Worst skew pair latency: approximately 1200 ps
  – H-tree levels: 6
  – PostCTS Resize Cnt: 0
  – CTS buffer count: ~790
  – # hold bufs at CTS: 0
  – Root Buffer: clkbuf_16
  – CTS tree: done
  – CTS clock-pin slew for the worst setup and hold paths: 60 ps

Worst hold path
  – Min-delay src: ram[877][5]
  – Hold WC Path Type: flop to flop
  – Hold EP: data_reg[5]
  – Worst Hold Depth: 6

STA
  – Maximum clock rate: ~67 MHz
  – Fin Clk Skew: approximately 85 ps
  – Final setup vio count: 0
  – Slew HR: under 10%
  – RSZ-0062 raised after global routing: no
  – Actual slew at the worst max-slew pin: 1370 ps
  – Final Max Tran Viols: 0
  – Minimum clock period: ~15,000 ps
  – Tcrit/Tclk final: a little over a third
  – Worst hold margin: 1090 ps
  – Setup TNS: 0 ps
  – Fin. Hold Viols: 0

GRT
  – GRT Overall Usage: between 15 and 20%
  – Largest net degree at the start of global routing: about 120
  – First-pass GRT wire length: roughly 1,300,000 µm
  – Overflow after GRT: 0
  – Initial antenna violation count: about 78
  – Vias in the first global route: around 170k

Flow run
  – Count of tool warnings: about 42
  – Max-Cap Viols: 0

Drt
  – Total Wirelength: between 800,000 and 900,000 µm
  – M1 wire length: ~280,000 µm
  – Wire per inst: around 28 µm
  – Met2 wire length: 400,000 µm
  – Post-route ant nets: 0
  – 1st-iter DRT viols: 10,900
  – Drt drc: 0
  – Top sig layer: met5
  – Vias per Instance: 5.06
  – Vias: 161,000
  – Drt pass-1 iters: 5
  – Met3 wire len: roughly 170,000 µm

Pwr
  – Leak pwr: about 120 nW
  – VDD IR max: between 0.00005 and 0.00006 V
  – PwrDens: ~47 nW/µm²

Floorplan
  – IO Count: 28
  – Core area: 1,050,000 µm²
  – Chip Area: 1,060,000 µm²
  – Die Y: between 1000 and 1500 µm
  – Fp_density: a little under a third
  – Num rows: 376
  – Die width: about 1000 µm

Synth
  – Mapped Avg Cell Area: ~19 µm²
  – #FFs+latches synth: approximately 8,200
  – Syn. warnings: 1
  – Yosys-reported design area after synthesis: roughly 320,000 µm²
  – Post-synth seq share: ~80%
  – Yosys cell count: around 17,000
  – Asr flop ratio synth: 0%
  – Unique cell types: just under 60
  – Post-synth EDFFs: just over 8,000
  – Commonest flop: edfxtp_1
  – Post-synthesis cell count: roughly 17,000
  – Mapped cell area: 316,000 µm²

Placed design
  – Placed Cells: 30,400
  – GPL Wtd Cong: 0.898
  – HPWL after DPL: between 500,000 and 600,000 µm
  – Port bufs: 27
-- final cells by class --
cell class | count | area (µm²) | share of cell area, %
antenna | 99 | 248 | 0.0687
clock buffer | 1010 | 20700 | 5.73
clock inverter | 437 | 4050 | 1.12
inverter | 3 | 21.3 | 0.00590
multi-input combinational | 7381 | 65600 | 18.2
sequential | 8200 | 246000 | 68.3
tap | 14000 | 17500 | 4.85
timing repair buffer | 782 | 6260 | 1.74
-- worst max path at each step --
stage | slack [ps] | from | to
4_1_cts | 26630 | addr[1] | data_reg[2]
5_1_grt | 25980 | addr[1] | data_reg[2]
6_report | 26410 | addr[1] | data_reg[2]
-- cells in the mapped netlist, drive strengths merged, types with 8 or more instances --
master   count  share of area (%)
a2111oi     14              0.045
a211o       13              0.036
a211oi      51               0.12
a21oi       75               0.12
a22o        28              0.078
a22oi      145               0.34
a311oi      10              0.028
a31oi       34              0.067
buf        621                1.1
clkbuf     459               0.54
dfxtp        8              0.051
edfxtp    8192                 78
mux2        15              0.053
mux2i     2684                8.5
mux4       748                5.3
nand2      231               0.27
nand2b      15              0.030
nand3       23              0.036
nand4       15              0.030
nor2      1385                1.6
nor3       174               0.28
nor4       195               0.39
o2111ai    106               0.29
o211ai      67               0.16
o21ai      127               0.20
o22a        12              0.033
o22ai     1098                2.2
o31ai       19              0.045
or4         31              0.075
-- worst register-to-register path, cell delays in order (launching register included) --
cell	delay, ps
edfxtp_1	350
mux2i_1	190
o22ai_1	130
nor4_1	700
o2111ai_1	280
nor3_1	760
nor4_1	300
a2111oi_2	1240
buf_4	340
nand4_1	110
-- through the flow --
step           worst slack [ps]  instance area, µm²  utilization, %  power [mW]
3_5_place_dp              25430              336000            32.0        10.1
4_1_cts                   26630              360000            34.3        16.9
5_1_grt                   25980              360000            34.3        17.3
2_1_floorplan             30240              316000               -        9.69
6_report                  26410              361000            34.4        16.8
3_3_place_gp              25170              335000            32.0        10.1
-- layout by cell type, fill, tap and decap left out, types with 99 or more instances in the layout --
cell type / n
buf_4: 731
diode_2: 99
a22oi_1: 145
nor3_1: 163
o2111ai_1: 106
nor4_1: 178
clkinv_2: 111
mux4_2: 748
nor2_1: 1376
o22ai_1: 1098
clkbuf_16: 792
nand2_1: 198
clkinv_1: 213
clkbuf_1: 214
o21ai_0: 125
mux2i_1: 2684
edfxtp_1: 8192
-- layer usage --
metal  track usage [%]  vias up
met4              5.77      175
met5              1.82        -
li1                  -    68900
met1              18.7    81200
met2              25.4     9463
met3              16.0     1659
-- cell families (layout without fill, tap and decap cells) --
kind of cell / after synthesis / in the layout / share of synthesized area (%)
compound gates: 1817 / 1817 / 3.79
buf+inv: 1083 / 2232 / 1.62
flops: 8200 / 8200 / 77.8
mux: 3447 / 3447 / 13.9
other cells: 0 / 99 / 0
simple gates: 2117 / 2117 / 2.87
-- where the power goes --
| part | leakage [nW] | switching (mW) | internal, mW |
|---|---|---|---|
| registers | 73.7 | 0.0116 | 9.14 |
| logic | 30.0 | 0.542 | 0.231 |
| clock network | 12.0 | 3.08 | 3.84 |
No activity file was given, so power comes from the tool's default toggle rates.
