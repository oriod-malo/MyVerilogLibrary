===== config.mk =====
export PLATFORM = sky130hd
export DESIGN_NAME = ram_dualport_synch
export DESIGN_NICKNAME = ram_dualport_synch
export VERILOG_FILES = /design/flow/design.v
export SDC_FILE = /design/flow/constraint.sdc
export NUM_CORES = 4
export LEC_CHECK = 1
export CORE_UTILIZATION = 30
export SYNTH_MEMORY_MAX_BITS = 65536

===== constraint.sdc =====
current_design ram_dualport_synch

set clk_period 76.1
set clk_io_pct 0.2

create_clock -name clk0 -period $clk_period [get_ports {clk}]

set non_clock_inputs [all_inputs -no_clocks]
set_input_delay [expr $clk_period * $clk_io_pct] -clock clk0 $non_clock_inputs
set_output_delay [expr $clk_period * $clk_io_pct] -clock clk0 [all_outputs]

===== design.v =====
module ram_dualport_synch  
	#(parameter DATA_WIDTH = 8,
	parameter ADDR_WIDTH = 10)
	(
	input wire clk,
	input wire we_a, we_b,
	input wire [DATA_WIDTH-1:0] d_a, d_b,
	input wire [ADDR_WIDTH-1:0] addr_a,addr_b,
	output wire [DATA_WIDTH-1:0] q_a, q_b);
	reg [DATA_WIDTH-1:0] ram [2**ADDR_WIDTH-1:0];
	reg [DATA_WIDTH-1:0] data_reg_a, data_reg_b;
	always @ (posedge clk)
	begin
		if(we_a)
			begin
				ram[addr_a] <= d_a;
				data_reg_a <= d_a;
			end
		else
		data_reg_a <= ram[addr_a];
	end
	always @ (posedge clk)
	begin
		if(we_b)
			begin
				ram[addr_b] <= d_b;
				data_reg_b <= d_b;
			end
		else
			data_reg_b <= ram[addr_b];
	end
	assign q_a = data_reg_a;  
	assign q_b = data_reg_b;  
endmodule

===== run.sh =====
#!/bin/bash
# OpenROAD 26Q1-2900-gdf79404cd8, Yosys 0.63+post, stock flow scripts
make -C /OpenROAD-flow-scripts/flow DESIGN_CONFIG=/design/flow/config.mk WORK_HOME=/design/flow/orfs finish

==> results_tabular.tex <==
% Yosys + OpenROAD metrics
\begin{tabular}{lr}
\hline
Metric & Value \\
\hline
\multicolumn{2}{l}{\textbf{Pwr}} \\
Maximum VDD drop & approximately 0.000019 V \\
Switching pwr & around 3.1 mW \\
Pwr per Cell Area & a little over 20 nW/um\^{}2 \\
Fraction of power spent switching nets & a little over a quarter \\
Share of power burned in the clock network & between 40\% and 50\% \\
Gate power share & 12.2\% \\
Cell leakage power & roughly 190 nW \\
Cell internal power dissipation & between 8 and 9 mW \\
Power share of the sequential group & 43.4\% \\
\multicolumn{2}{l}{\textbf{Critical path}} \\
Endpoint required time on the critical path & around 77 ns \\
Highest net fanout along the worst path & 37 \\
Class of the most critical setup path & input port to register \\
Setup crit end kind & register \\
Startpoint type of the worst setup path & input port \\
Crit path DAT & between 20 and 25 ns \\
\multicolumn{2}{l}{\textbf{Detailed routing}} \\
DRC & 0 \\
Average routed wire per standard cell & between 50 and 60 um \\
Detail-routed via count per cell & roughly 6.3 \\
Overall routed net length & about 3100000 um \\
Via Count & slightly below 400k \\
Pre-antenna DRT Iters & 10 \\
DR iter-0 viols & between 30000 and 40000 \\
Routed Antenna Nets & 1 \\
\multicolumn{2}{l}{\textbf{Clock network}} \\
Clock transition at the register clock pins on the worst setup and hold paths after CTS & approximately 0.060 ns \\
Clk sinks & roughly 8000 \\
Total of cells resized after clock tree synthesis & 0 \\
CTS root buffer & sky130\_fd\_sc\_hd\_\_clkbuf\_16 \\
Clock buffer count from CTS & $\sim$1100 \\
CTS hold repair buffers & 0 \\
Skew-Pair Late Insertion Delay & roughly 1.4 ns \\
Post CTS Setup Buffer Count & 0 \\
Maximum number of buffers from clock root to sink & 6 \\
TritonCTS clock tree & done \\
Htree depth & 7 \\
\multicolumn{2}{l}{\textbf{Placement}} \\
Final weighted congestion of routability-driven global placement & between 1 and 1.5 \\
Port bufs & around 54 \\
Placed wire-length estimate after detailed placement & roughly 2200000 um \\
\multicolumn{2}{l}{\textbf{Die}} \\
Chip Height & 1275 um \\
Area of the placeable core & around 1600000 um\^{}2 \\
Number of top-level pins & between 50 and 60 \\
Chip area & 1626000 um\^{}2 \\
Cell Rows & about 470 \\
Effective utilization at floorplan & roughly 30\% \\
Die X & around 1300 um \\
\multicolumn{2}{l}{\textbf{Cells and area}} \\
Final design utilization & approximately a third \\
Relative area change from synthesis to final layout & 14.55\% \\
Share of layout cells above drive strength 1 & about a third \\
\multicolumn{2}{l}{\textbf{STA}} \\
Setup tns final & 0 ns \\
RSZ-0062 raised after global routing & false \\
Max-slew headroom & -3.961\% \\
Period minus WS final & approximately 23 ns \\
Max frequency & $\sim$43 MHz \\
Post-route clock skew & a little over 0.1 ns \\
Post-route fraction of the period consumed by the critical path & between 30 and 40\% \\
Number of hold violations in the final report & 0 \\
Final tally of setup violations & 0 \\
Transition at the pin with the smallest max-transition slack & $\sim$1.6 ns \\
Final max-slew violation count & 14 \\
\multicolumn{2}{l}{\textbf{Run}} \\
Count of warning messages emitted by the tools & 30 \\
Maxcap violations & 4 \\
\multicolumn{2}{l}{\textbf{Logic synthesis}} \\
Unique cell type count in the Yosys netlist & roughly 80 \\
Average cell area after synthesis & roughly 13 um\^{}2 \\
Post-synth ARST share & 0\% \\
Most used flip-flop cell after synthesis & sky130\_fd\_sc\_hd\_\_edfxtp\_1 \\
Post-synthesis cell count & between 30000 and 40000 \\
Cell area after synthesis & a little under 500000 um\^{}2 \\
Part of the Yosys area used for sequential elements & 50.64\% \\
Total of warnings raised by yosys & 1 \\
Register bit total from synthesis & about 8000 \\
Post-synth EDFFs & around 8000 \\
Cells in synth\_stat.txt & 38420 \\
Yosys synthesis chip area & between 400000 and 500000 um\^{}2 \\
\multicolumn{2}{l}{\textbf{GRT}} \\
Maximum number of pins on one net before global-route repair & between 90 and 100 \\
Number of global-route vias before repair & 382400 \\
Remaining global-route overflow & 0 \\
Global Route Usage Sum & around 40\% \\
Wire length of the first global-routing pass & slightly below 4000000 um \\
Antenna violations before repair & approximately 500 \\
\multicolumn{2}{l}{\textbf{Status}} \\
Violations in the final reports & antenna rules, capacitance limit, slew limit \\
Result of the run & finished with violations \\
\multicolumn{2}{l}{\textbf{Worst hold path}} \\
Tightest Hold Check Type & register to register \\
\hline
\end{tabular}
[layer usage]
layer	share of wire, %	track usage (%)	vias up
met5	0.41	6.374	-
met4	9.5	31.07	395
met3	18	31.62	8039
met2	40	50.14	31170
met1	32	40.81	196000
li1	-	-	151100
[placed cells by master (no fill, tap or decap), types with 206 or more instances in the layout]
| cell | count |
|---|---|
| sky130_fd_sc_hd__a22oi_1 | 228 |
| sky130_fd_sc_hd__buf_4 | 3018 |
| sky130_fd_sc_hd__clkbuf_16 | 1136 |
| sky130_fd_sc_hd__clkinv_1 | 206 |
| sky130_fd_sc_hd__diode_2 | 1112 |
| sky130_fd_sc_hd__edfxtp_1 | 8192 |
| sky130_fd_sc_hd__mux2_2 | 6165 |
| sky130_fd_sc_hd__mux2i_1 | 6152 |
| sky130_fd_sc_hd__mux4_2 | 1032 |
| sky130_fd_sc_hd__nand2_1 | 2821 |
| sky130_fd_sc_hd__nand3_1 | 234 |
| sky130_fd_sc_hd__nor2_1 | 574 |
| sky130_fd_sc_hd__nor2_2 | 538 |
| sky130_fd_sc_hd__nor4_1 | 526 |
| sky130_fd_sc_hd__o21ai_0 | 2652 |
| sky130_fd_sc_hd__o22ai_1 | 3441 |
[path summary, 6_finish.rpt]
path | depth (start not counted) | startpoint | to | slack, ns
setup reg to reg | 7 | ram[382][5]$_DFFE_PP_ | data_reg_b[5]$_DFF_P_ | 70.55
hold reg to reg | 6 | ram[129][3]$_DFFE_PP_ | data_reg_b[3]$_DFF_P_ | 1.26
hold / removal | 6 | ram[129][3]$_DFFE_PP_ | data_reg_b[3]$_DFF_P_ | 1.26
setup / recovery | 18 | addr_b[1] | data_reg_b[0]$_DFF_P_ | 53.06
[area by class of cell]
class | instances | area, um^2
clock buffers | 1335 | 29180
diodes | 1112 | 2783
flip-flops and latches | 8208 | 246300
inverters | 15 | 123.9
clock inverters | 491 | 4453
multi-input cells | 25680 | 222200
well taps | 21570 | 26990
repair buffers | 3163 | 25140
fillers | 155200 | 1060000
[synthesized netlist by cell type, drive strengths merged, types with 53 or more instances]
cell	number	area, um^2
nor3	190	955.9
a22oi	230	1727
o21ai	2679	13410
o22ai	3447	21560
clkbuf	2676	10040
a31oi	94	588.1
nand2	2915	10970
nor4	535	3347
o211ai	54	410.4
nand3	236	1186
o2111ai	53	464.2
mux2	6165	69420
nand4	66	419.2
a211oi	109	823.3
nor2	1171	5727
a21oi	140	700.7
buf	1839	9917
edfxtp	8192	246000
mux2i	6153	61590
mux4	1041	23480
[cells by family after synthesis]
kind of cell,Yosys count,synth area share (%)
buffers and inverters,4531,4.118
AND-OR/OR-AND,7016,8.543
multiplexers,13360,31.76
flip-flops,8208,50.64
AND/OR/NAND/NOR,5302,4.938
[critical path, stage by stage]
cell and delay [ns]:
sky130_fd_sc_hd__buf_16 0.28, sky130_fd_sc_hd__buf_4 0.57, sky130_fd_sc_hd__buf_4 0.55, sky130_fd_sc_hd__buf_4 0.55, sky130_fd_sc_hd__buf_4 0.58, sky130_fd_sc_hd__buf_4 0.57, sky130_fd_sc_hd__buf_4 0.68, sky130_fd_sc_hd__buf_4 0.64
sky130_fd_sc_hd__buf_4 0.67, sky130_fd_sc_hd__mux2i_1 0.32, sky130_fd_sc_hd__o22ai_1 0.13, sky130_fd_sc_hd__nor4_1 0.62, sky130_fd_sc_hd__a21oi_1 0.18, sky130_fd_sc_hd__buf_4 0.21, sky130_fd_sc_hd__a2111o_1 0.45, sky130_fd_sc_hd__nor4_1 1.05
sky130_fd_sc_hd__nand4_1 0.23, sky130_fd_sc_hd__o32a_1 0.41
[through the flow]
step           cells  total power [mW]  hold slack [ns]  worst slack, ns  cell area [um^2]
2_1_floorplan  38420             5.743           0.7845            57.73            486400
3_3_place_gp   58620             6.405            1.213            51.87            520500
3_5_place_dp   58640             6.410            1.223            51.95            520700
4_1_cts        60460             11.44            1.218            53.34            554400
5_1_grt        60990             11.66            1.295            53.19            555700
6_report       61580             11.50            1.260            53.06            557200
[flip-flops by register name, summed over array words and instances (netlist names)]
name,count
ram,8192
data_reg_a,8
data_reg_b,8
[power by group through the flow]
stage / Sequential [mW] / Combinational (mW) / Clock (mW)
CTS: 4.99 / 1.33 / 5.12
global route: 4.99 / 1.39 / 5.28
finish: 4.99 / 1.40 / 5.11
Power figures rest on the tool's default switching activity, not on a simulated workload.
